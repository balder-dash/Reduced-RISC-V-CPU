`/design/flow/run.sh`:
```
#!/bin/bash
# OpenROAD 26Q1-2900-gdf79404cd8, Yosys 0.63+post, stock flow scripts
make -C /OpenROAD-flow-scripts/flow DESIGN_CONFIG=/design/flow/config.mk WORK_HOME=/design/flow/orfs finish
```
`/design/flow/config.mk`:
```
export PLATFORM = sky130hd
export DESIGN_NAME = green_top
export DESIGN_NICKNAME = green_top
export VERILOG_FILES = /design/flow/design.v
export SDC_FILE = /design/flow/constraint.sdc
export NUM_CORES = 4
export LEC_CHECK = 1
export CORE_UTILIZATION = 30
```
`/design/flow/constraint.sdc`:
```
current_design green_top

set clk_period 4.4
set clk_io_pct 0.2

create_clock -name clk0 -period $clk_period [get_ports {clk}]

set non_clock_inputs [all_inputs -no_clocks]
set_input_delay [expr $clk_period * $clk_io_pct] -clock clk0 $non_clock_inputs
set_output_delay [expr $clk_period * $clk_io_pct] -clock clk0 [all_outputs]
```
`/design/flow/design.v`:
```
module counter #(
    parameter WIDTH = 32
)(
    input logic clk,         
    input logic rst,         
    input logic en,          
    output logic [WIDTH-1:0] count   
);
always_ff @ (posedge clk)
    if (rst) count <= {WIDTH{1'b0}};
    else count <= count + {{WIDTH-1{1'b0}}, en};
endmodule
module green_top #(
    parameter ADDRESS_WIDTH = 32
)(
    input clk,
    input rst,
    input en,
    input logic EQ,
    output logic [ADDRESS_WIDTH-1:0] ImmOp,
    output logic RegWrite,
    output logic ALUctrl,
    output logic ALUsrc,
    output logic PCsrc,
    output logic [ADDRESS_WIDTH-1:0] instr,
    output logic ImmSrc,
    output logic [ADDRESS_WIDTH-1:0] PC
);
counter addrCount (
    .clk (clk),
    .rst (rst),
    .en (en),
    .count (PC)
);
instrmem rom (
    .A(PC),
    .RD(instr)
);
control ctrl (
    .EQ(EQ),
    .instr(instr),  
    .RegWrite(RegWrite),
    .ALUctrl(ALUctrl),
    .ALUsrc(ALUsrc),
    .ImmSrc(ImmSrc),
    .PCsrc(PCsrc)
);
extend sign_ext (
    .Imm(instr),   
    .ImmSrc(ImmSrc),
    .ImmOp(ImmOp)
);
endmodule
module control #(
    parameter ADDRESS_WIDTH = 32
)(
    input logic EQ,  
    input logic [ADDRESS_WIDTH-26:0] instr,  
    output logic RegWrite,
    output logic [3-1:0] ALUctrl,
    output logic ALUsrc,
    output logic ImmSrc,
    output logic PCsrc 
);
logic [6:0] opcode;
assign opcode = instr[6:0];
always_comb begin 
    case (opcode)
        7'b0010011: begin
            ALUctrl = 3'b000;
            ALUsrc = 1'b1;
            ImmSrc = 1'b1;
            PCsrc = 1'b0;
            RegWrite = 1'b1;
        end
        7'b1100011: begin
            ALUctrl = 3'b111;  
            ALUsrc = 1'b0;
            ImmSrc = 1'b0;
            PCsrc = !EQ;
            RegWrite = 1'b0;
        end
        default: begin
            ALUctrl = 3'b0;
            ALUsrc = 1'b0;
            ImmSrc = 1'b0;
            PCsrc = 1'b1;
            RegWrite = 1'b0;
        end
    endcase
end
endmodule
module extend #(
    parameter WIDTH = 32
) (
    input   logic   [WIDTH-1:0]  Imm,                        
    input   logic                ImmSrc,                     
    output  logic   [WIDTH-1:0]  ImmOp                       
);
always_comb begin
    if (ImmSrc) ImmOp = { {WIDTH-12{Imm[31]}}, Imm[31:20] };                            
    else        ImmOp = { {WIDTH-12{Imm[31]}}, Imm[7], Imm[30:25], Imm[11:8], 1'b0 };   
end
endmodule
module instrmem #(
    parameter ADDRESS_WIDTH = 32, 
              DATA_WIDTH = 32
) (
    input logic [ADDRESS_WIDTH-1:0] A,
    output logic [DATA_WIDTH-1:0] RD
);
always_comb 
    case(A)
        32'h00000000: RD = 32'h0FF00313;
        32'h00000004: RD = 32'h00000513;
        32'h00000008: RD = 32'h00000593;
        32'h0000000c: RD = 32'h00058513;
        32'h00000010: RD = 32'h00158593;
        32'h00000014: RD = 32'hFE659CE3;
        32'h00000018: RD = 32'hFE0318E3;
        default: RD = 32'h00000000;
    endcase
endmodule
```
==> summary.txt <==
Latest figures from synthesis and place and route.

The run finished with clean final reports. The number of fill cells is 680. Static timing analysis puts the maximum clock frequency at 0.284 GHz. The diode insertion count for antenna repair is 0. The overall die size recorded for this design is 7560 um2. The residual antenna-violating net count after detailed routing is 0.

Of the total synthesized cell area, the portion taken by full adders, half adders and majority gates is 1.62%. The initial antenna violation count is 0. The vertical die dimension reported for this design is 86.9 um. In the synthesized netlist, the cells that appear most often are buf_4, dfxtp_1, a21oi_1, nor2_1, nand2_1. The first global-routing pass estimated 8.09 mm of wire. After synthesis, the mean cell area works out to 7.81 um2. The main logic family after synthesis is simple AND/OR/NAND/NOR gates. In this run the biggest area consumer among cell types represents 29.6% of the synthesized area.

Warnings reported by Yosys during synthesis add up to 6. Of the total synthesized cell area, the portion taken by AND-OR and OR-AND cells is 10.9%. The post-synth register bit count is 32.

Looking at the max-slew report, the worst-margin pin has a slew of 593 ps. The synthesis report names the predominant flop master as dfxtp_1. The largest area contributor in the netlist is dfxtp_1. The global route stage reports its total congestion overflow as 0. For reference, the final report shows the max-slew violation count at 0. The summed instance area of the synthesized netlist is 2160 um2.

The count of H-tree levels built during CTS is 2. The detailed-router iteration count before antenna repair is 4. The starting utilization of the core area is 31.5%.

From the final report, the count of setup violators was given as 0. After synthesis, the cell types taking the most area are dfxtp_1, buf_4, a21oi_1. The part of the cycle the worst path needs is 79.9%. The count of tool warnings is 25. At the later pin of the worst-skew pair, clock insertion delay measures 280 ps. Setup repair after global routing left no endpoint under its margin.

The power report shows net switching accounting for 21.5% of the total. The area added between synthesis and finish is 37.2%. The net switching power in the latest report is 135 uW. For reference, the clock transition at the flip-flops on the worst setup and hold paths is 60 ps. Detailed placement ended at an HPWL of 3.72 mm. The core outline area is 6870 um2. Of the total power, registers draw 46.8%. The Yosys chip area is 2160 um2. In the routed layout, each cell is associated on average with a via count of 4.88. The final route contains 2056 vias. The arrival time of the worst setup path is 2630 ps.

The layout summary lists the proportion of cells stronger than drive strength 1 as 4.92%. Global routing consumed, over all layers together, 13.3% of the routing resources. The post-detailed-route DRC marker count is 0. The power report lists cell-internal power as 493 uW.

The proportion of power drawn by combinational gates is 16.7%. The script extracted a total leakage power of 0.950 nW. The timing report gives the biggest stage delay along the critical path as 520 ps. The cell count after synthesis came out at 277.

The synthesized netlist devotes 5.66% of its cell area to XOR and XNOR gates. Per the CTS log, the root buffer master is clkbuf_8. After layout, the minimum clock period comes to 3510 ps. STA classifies the critical path endpoint as a primary output. The largest register by flop count is addrCount.count.

The count of buffers added on input and output ports is 99. The last weighted congestion value of the routability-driven placer is 0.776. The count of buffering cells on the critical path with inverters included is 3. The utilization after layout is 43.2%. The tightest min-delay check is of the flop to flop type. The number of gates resized after CTS was 0. The top-level I/O count is 105. The number of flip-flops under the largest register name is 32. For this design, the slowest cell found on the critical path is clkdlybuf4s50_1. In the Yosys stats the netlist draws on 36 distinct library cells. The multiplexer area fraction after synthesis is 0.520%.

The via count of the first global-routing pass is 1644. The total clock buffers created by CTS is 5. The floorplan has 30 rows. Per the CTS log, the buffer count on the longest clock path is 2. In the Yosys report the total cell count is 277.

The worst-case vdd ir drop is 169 uV. In the synthesized netlist the async set-or-reset flop fraction comes to 0%. The largest registers in the layout are addrCount.count: 32 flops.

The sequential cells in the finished layout cover a total of 641 um2. The clock network burns 36.5% of the power. The family of cells with the greatest summed delay on the critical path is buffers and inverters. The worst-case max-slew headroom was logged as 60.4%. On the final layout, the worst clock skew is 4.25 ps. For this run the top cell type by instance count after synthesis was buf_4. The wire length recorded after detailed routing is 5.29 mm.

The combinational gate area is 1090 um2. Listed in order, past its start point the critical path passes nor3_1 > and4_1 > nand4_1 > buf_4 > nor3_2 > buf_4 > clkdlybuf4s50_1. In the final timing run, aggregate negative setup slack is 0 ps. The script logs the mean routed wire length per placed instance as 12.6 um. The TritonCTS clock tree is done. The report puts the hold buffer count at CTS at 0.

The largest driver fanout on the critical path is 31. The cell that appears most often on the critical path is buf_4. The die extent in x is 86.9 um. In this run the post-CTS setup repair buffer count came out at 0. Per Yosys stat, the portion of area used by sequential elements is 29.6%. The violation tally from detailed-route iteration zero is 110.

The total clock sinks is 32. The classification of the worst setup path is flop to primary output. The post-synthesis simple-gate area fraction is 30.8%.

The final tally of hold violations is 0. The worst path required time is 3520 ps. The worst setup path is launched from a flop. The number of enable flip-flop cells is 0.

The flow reported a cell area power density of 212 nW/um2. The maximum number of pins on one net before global-route repair is 35. The number of max-capacitance violations reported is 0.
==> routing by layer <==
metal	part of all wire (%)	GRT usage [%]	routed length, um	vias up
met2	45	20.9	2380	66
met1	48	20.3	2560	951
met3	6.1	2.02	324	5
met4	0.59	1.36	31	0
met5	0	0	0	-
li1	-	-	-	1034
==> worst min-delay path: stages, from the launching register on <==
cell and delay (ps):
dfxtp_1 330, o41ai_1 70, a21oi_1 60
==> cells in the final DEF (no fill, tap or decap), types with 2 or more instances in the layout <==
cell / netlist / routed
dfxtp_1: 32 / 32
xnor2_1: 8 / 8
xor2_1: 6 / 6
conb_1: 1 / 5
inv_1: 3 / 3
clkdlybuf4s50_1: 0 / 99
nor4_1: 8 / 8
buf_4: 48 / 3
nor3_1: 13 / 12
nor2_1: 22 / 22
and4_1: 5 / 5
ha_1: 2 / 2
nor2b_1: 8 / 8
nand2_1: 14 / 14
a21oi_1: 22 / 22
o31ai_1: 9 / 9
or4_1: 12 / 12
nand2b_1: 3 / 3
or2_2: 2 / 2
nand4_1: 12 / 12
clkbuf_8: 0 / 6
o21ai_0: 5 / 5
or3_1: 5 / 5
clkbuf_1: 12 / 2
nand3_1: 9 / 9
==> power by group through the flow <==
stage         Clock [mW]  Sequential (mW)  Combinational [mW]
CTS                0.237            0.294               0.107
global route       0.248            0.295               0.117
finish             0.230            0.294               0.105
==> worst paths after layout <==
| kind | start | endpoint | slack [ps] | cells past startpoint |
|---|---|---|---|---|
| min | addrCount.count[31] | addrCount.count[31] | 510 | 2 |
| min reg2reg | addrCount.count[31] | addrCount.count[31] | 510 | 2 |
| max reg2reg | addrCount.count[3] | addrCount.count[31] | 2110 | 4 |
| max | addrCount.count[5] | ImmOp[23] | 890 | 7 |
==> through the flow <==
step                      hold slack, ps  total power [mW]  cell area [um2]  worst slack (ps)  cells
final                                507             0.629             2970               885    421
after floorplan                      446             0.350             2180               323    281
after global placement               480             0.407             2880              1120    413
after global routing                 543             0.660             2970               641    421
after CTS                            510             0.638             2970               849    421
after detailed placement             496             0.408             2880              1100    413
==> area by class of cell <==
type / count / share of cell area [%]
Clock buffer: 8 / 3.03
Timing Repair Buffer: 102 / 34.1
Sequential cell: 32 / 21.6
Tap cell: 96 / 4.04
Inverter: 3 / 0.379
Multi-Input combinational cell: 180 / 36.9
==> cell families after synthesis <==
| kind of cell | count (synthesis) |
|---|---|
| AND/OR/NAND/NOR | 117 |
| buffers and inverters | 69 |
| AND-OR/OR-AND | 40 |
| flip-flops | 32 |
| XOR/XNOR | 14 |
| adder cells (fa/ha/maj) | 3 |
| other | 1 |
| multiplexers | 1 |
Power figures rest on the tool's default switching activity, not on a simulated workload.
