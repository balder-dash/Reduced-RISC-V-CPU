**flow/run.sh**
```bash
#!/bin/bash
# OpenROAD 26Q1-2900-gdf79404cd8, Yosys 0.63+post, stock flow scripts
make -C /OpenROAD-flow-scripts/flow DESIGN_CONFIG=/design/flow/config.mk WORK_HOME=/design/flow/orfs finish
```
**flow/config.mk**
```make
export PLATFORM = sky130hd
export DESIGN_NAME = PC_top
export DESIGN_NICKNAME = PC_top
export VERILOG_FILES = /design/flow/design.v
export SDC_FILE = /design/flow/constraint.sdc
export NUM_CORES = 4
export LEC_CHECK = 1
export CORE_UTILIZATION = 40
```
**flow/constraint.sdc**
```tcl
current_design PC_top

set clk_period 11.5
set clk_io_pct 0.2

create_clock -name clk0 -period $clk_period [get_ports {clk}]

set non_clock_inputs [all_inputs -no_clocks]
set_input_delay [expr $clk_period * $clk_io_pct] -clock clk0 $non_clock_inputs
set_output_delay [expr $clk_period * $clk_io_pct] -clock clk0 [all_outputs]
```
**flow/design.v**
```verilog
module PC_Reg #(
    parameter WIDTH = 32
)(
  input logic              clk,
  input logic              rst,
  input logic  [WIDTH-1:0] next_PC,
  output logic [WIDTH-1:0] PC
);
always_ff @ (posedge clk, posedge rst)
  if (rst) PC <= 32'b0;
  else     PC <= next_PC;
endmodule
module PC_top #(
  parameter WIDTH = 32
)(
  input logic    clk,
  input logic    rst,
  input logic [WIDTH-1:0] ImmOp, 
  input logic PCsrc,
  output logic [WIDTH-1:0] PC
);
  logic [WIDTH-1:0] inc_PC;
  logic [WIDTH-1:0] branch_PC;
  logic [WIDTH-1:0] next_PC;
  assign inc_PC = PC + 4; 
  assign branch_PC = PC + ImmOp; 
  assign next_PC = PCsrc ? branch_PC : inc_PC;
PC_Reg PC_Reg
 (
  .clk (clk),
  .rst (rst),
  .next_PC (next_PC),
  .PC (PC)
);
endmodule
```
==> impl_metrics.ini <==
; implementation run metrics
[status]
outcome = finished clean

[critical_path]
cp-start-kind = primary input
path_max_fanout = 5
critPathSlowestCell = clkdlybuf4s50_1
crit_chain = clkdlybuf4s50_1 > ha_1 > inv_1 > fa_1 > nand2b_1 > a21oi_1 > o31ai_1 > a21oi_1 > a41oi_1 > o21ai_1 > a2111oi_0 > a211oi_1
cp_data_required_time_ns = 11.70
critPathCaptureType = register
reg2regPathDepth = 11
critPathBufInv = 2
cpMostUsedCell = a21oi_1
crit_family = AND-OR/OR-AND gates
critPathArrivalTime_ns = 5.44
reg2reg_to = PC_Reg.PC[30]$_DFF_PP0_
rrSetupSlack_ns = 8.33
rr_startpoint = PC_Reg.PC[0]$_DFFE_PP0P_
critPathKind = primary input to register
cpPeakStageDelay_ns = 0.46

[logic_synthesis]
yosys.area.top_type = dfrtp_1
edf_count = 0
ys.flops = 32
synthArstFlopShare_pct = 100.0
ys_area_sq_mm = 0.003332
yosys_warnings = 1
ys_cells = 420
synth_cell_types = 51
post_synth.cell_area_avg_sq_um = 7.933
ff_type = dfrtp_1
syn_area_sq_mm = 0.003332
synth_top_area_share_pct = 24.03
ys_seq_share_pct = 24.03
netlist_instances = 420
synthTopCellsByArea = dfrtp_1 (24%), ha_1 (12%), xnor2_1 (11%), a21oi_1 (6.8%), nand2_1 (4.8%)

[global_route]
antenna_found_initial = 0
grt_pass1_vias = 3010
grt_max_degree = 55
grt_pass1_wl_microns = 15120
grt.overflow.total = 0
grtUsageTotal_pct = 22.25

[power]
p_leak_nw = 1.696
combPwrFrac_pct = 68.5
p_clk_share_pct = 8.5
power_switching_w = 0.0005092
swShare_pct = 45.50
ir_worst_vdd_uv = 115.8
seqPwrFrac_pct = 23.1
p_int_w = 0.0006099
power_density_mw_per_mm2 = 270.1

[clocking]
clock_sinks = 32
clk_pin_slew_ns = 0.08
clkLatencyLatePin_ns = 0.29
cts_tree = done
htree_num_levels = 2
post_cts_buffers = 0
cts_hold_buf = 0
numCtsBuffers = 5
cts-resized-gates = 0
clk_path_buf_depth = 2
cts_root_buf = clkbuf_8

[sta]
maxSlewHeadroom_pct = 60.71
hold_ws_ns = 0.4688
finalSetupViolCount = 0
rsz0062_at_grt = false
hold_viol = 0
fin_ws_ns = 6.251
fin_crit_sh_pct = 45.64
fin_crit_ns = 5.249
skew_ns = 0.004845
tns_ns = 0
worst_pin_slew_ns = 0.5841
fmax_mhz = 190.5
finalMaxSlewViolations = 0

[layout]
fill_cells = 775
final_cell_mix = clkdlybuf4s50_1 (65), a21oi_1 (45), nand2_1 (43), xnor2_1 (43), nor2_1 (34)
area_growth_pct = 24.37
final_util_pct = 52.54
final_common_cell = clkdlybuf4s50_1
drive_above_1_share_pct = 3.579
largest_register_ffs = 32
fin_area_sq_mm = 0.004144
top_regs = PC_Reg.PC x32
regMostFlops = PC_Reg.PC

[detailed_routing]
drtAntennaViolNets = 0
diodes = 0
drt-wirelength-per-cell_microns = 15.54
via_per_inst = 5.568
vias = 3213
first_pass_iters = 4
drt_iter0_markers = 196
route.detailed.drc = 0
totalWireLength_microns = 8965

[floorplanning]
die_x_microns = 93.27
fp-utilization_pct = 42.24
dieArea_sq_mm = 0.008699
ios = 67
core_area_sq_mm = 0.007888
die_y_microns = 93.27
rows = 32

[placement]
placed_area_sq_mm = 0.004051
detailed_place_hpwl_microns = 6772
portBuffers = 66
gp_congestion = 0.8808
place_ws_ns = 5.980

[run]
warnings = 25
max_cap_viol_count = 0

[hold_path]
min_path_cells = 1
hp-class = register to register
hold_start = PC_Reg.PC[31]$_DFF_PP0_
min_to = PC_Reg.PC[31]$_DFF_PP0_
==> layer usage <==
layer  part of all wire [%]  vias to the layer above  GRT usage, %
li1                       -                     1628             -
met4                   0.46                        0         1.795
met3                    7.0                        2         2.730
met5                      0                        -             0
met2                     40                       97         31.07
met1                     52                     1486         38.23
==> final cells by class <==
type	count	area (sq um)	share of cell area, %
Clock inverter	2	10.01	0.2415
Sequential cell	32	800.8	19.32
Multi-Input combinational cell	360	2426	58.54
Inverter	7	26.28	0.6341
Timing Repair Buffer	68	670.6	16.18
Tap cell	102	127.6	3.080
Clock buffer	6	82.58	1.993
==> synth_stat cells, types with 3 or more instances <==
library cell,count
nand2_1,43
and4_1,4
ha_1,32
xor2_1,9
a21oi_1,45
a21o_1,16
and3_1,10
o21ai_0,25
o31ai_1,3
o21a_1,3
nor2b_1,3
o21bai_1,3
nor2_1,34
o211ai_1,3
dfrtp_1,32
mux2i_1,4
nand4_1,12
xnor2_1,43
clkbuf_1,21
a21boi_0,3
inv_1,7
a211oi_1,4
and2_1,3
nand2b_1,5
nand3_1,20
==> power by group through the flow <==
stage | registers (W) | logic (W) | clock network, W
finish | 0.000258 | 0.000766 | 0.0000946
global route | 0.000272 | 0.000858 | 0.000102
CTS | 0.000258 | 0.000764 | 0.0000992
==> through the flow <==
| stage | cells | total power [W] |
|---|---|---|
| 6_report | 577 | 0.001119 |
| 5_1_grt | 577 | 0.001233 |
| 4_1_cts | 577 | 0.001121 |
| 3_5_place_dp | 569 | 0.001016 |
| 3_3_place_gp | 569 | 0.001022 |
| 2_1_floorplan | 420 | 0.0007654 |
==> how the worst max path moves through the flow <==
| stage | start | end | slack (ns) | cells after the start |
|---|---|---|---|---|
| CTS | ImmOp[0] | PC_Reg.PC[30]$_DFF_PP0_ | 6.28 | 12 |
| global route | ImmOp[0] | PC_Reg.PC[30]$_DFF_PP0_ | 6.00 | 12 |
| finish | ImmOp[0] | PC_Reg.PC[30]$_DFF_PP0_ | 6.25 | 12 |
==> kinds of logic (layout without fill, tap and decap cells) <==
| group | count (synthesis) | count (layout) | synth area share (%) |
|---|---|---|---|
| and+or+nand+nor | 144 | 144 | 20.95 |
| muxes | 5 | 5 | 1.540 |
| xor gates and xnor gates | 52 | 52 | 13.67 |
| adders and majority gates | 33 | 33 | 12.62 |
| AOI/OAI and AO/OA | 126 | 126 | 24.03 |
| buffers and inverters | 28 | 83 | 3.155 |
| DFF | 32 | 32 | 24.03 |
Power figures rest on the tool's default switching activity, not on a simulated workload.
