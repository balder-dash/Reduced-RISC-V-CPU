==> flow/design.v <==
module ALU #(
    parameter 
              DATA_WIDTH = 32
)(
    input logic [DATA_WIDTH-1:0] ALUop1,
    input logic ALUsrc,
    input logic [DATA_WIDTH-1:0] regOp2,
    input logic [DATA_WIDTH-1:0] ImmOp,
    input logic [2:0] ALUctrl,
    output logic [DATA_WIDTH-1:0] ALUout,
    output logic EQ
);
    logic [DATA_WIDTH-1:0] ALUop2;
    assign ALUop2 = ALUsrc ? ImmOp : regOp2;
    always_comb begin
        casez (ALUctrl)
           3'b000:  ALUout = ALUop1 + ALUop2;
           3'b001:  ALUout = 32'b0;
           3'b010:  ALUout = 32'b0;
           3'b011:  ALUout = 32'b0;
           3'b100:  ALUout = 32'b0;
           3'b110:  ALUout = 32'b0;
           3'b101:  ALUout = 32'b0;
           default: ALUout = 0;
         endcase
     end
     assign EQ =  (ALUop1 == ALUop2) ? 1:0;
endmodule
module ram #(
    parameter ADDRESS_WIDTH = 5,
              DATA_WIDTH = 32
)(
    input logic clk,
    input logic [ADDRESS_WIDTH-1:0] AD1,    
    input logic [ADDRESS_WIDTH-1:0] AD2,
    input logic [ADDRESS_WIDTH-1:0] AD3,
    input logic WE3,
    input logic [DATA_WIDTH-1:0] WD3,
    output logic [DATA_WIDTH-1:0] a0,
    output logic [DATA_WIDTH-1:0] RD1,
    output logic [DATA_WIDTH-1:0] RD2
);
    logic [DATA_WIDTH-1:0] ram_array [2**ADDRESS_WIDTH-1:0];
    always_comb begin
        RD1 = ram_array[AD1];
        RD2 = ram_array [AD2];
    end
    initial begin
        for (int i = 0; i< $size(ram_array); i++) begin
            ram_array[i] = 32'b0;
        end
    end
    always_ff @ (posedge clk) begin
        if (WE3)  ram_array[AD3] <= WD3;
    end
    assign a0 = ram_array[10];
endmodule
 module red_top #(
    parameter ADDRESS_WIDTH = 5,
              ALUctrl_WIDTH = 3,
              DATA_WIDTH = 32
)(
  input logic clk,
  input logic [DATA_WIDTH-1:0] ImmOp,
  input logic RegWrite,
  input logic [ALUctrl_WIDTH-1:0] ALUctrl,
  input logic ALUsrc,
  input logic [ADDRESS_WIDTH-1:0] rs1,
  input logic [ADDRESS_WIDTH-1:0] rs2,
  input logic [ADDRESS_WIDTH-1:0] rd,
  output logic  EQ,
  output logic [DATA_WIDTH-1:0] a0
);
   logic [DATA_WIDTH-1:0] ALUop1;
   logic [DATA_WIDTH-1:0] regOp2;
   logic [DATA_WIDTH-1:0] ALUout;
ram ram (
  .clk (clk),
  .AD1 (rs1),
  .AD2 (rs2),
  .AD3 (rd),
  .WE3 (RegWrite),
  .WD3 (ALUout),
  .a0 (a0),
  .RD1 (ALUop1),
  .RD2 (regOp2)
);
ALU ALU (
   .ALUop1 (ALUop1),
   .ALUsrc (ALUsrc),
   .ImmOp (ImmOp),
   .regOp2 (regOp2),
   .ALUctrl (ALUctrl),
   .ALUout (ALUout),
   .EQ (EQ)
);
endmodule
==> flow/run.sh <==
#!/bin/bash
# OpenROAD 26Q1-2900-gdf79404cd8, Yosys 0.63+post, stock flow scripts
make -C /OpenROAD-flow-scripts/flow DESIGN_CONFIG=/design/flow/config.mk WORK_HOME=/design/flow/orfs finish
==> flow/config.mk <==
export PLATFORM = sky130hd
export DESIGN_NAME = red_top
export DESIGN_NICKNAME = red_top
export VERILOG_FILES = /design/flow/design.v
export SDC_FILE = /design/flow/constraint.sdc
export NUM_CORES = 4
export LEC_CHECK = 1
export CORE_UTILIZATION = 50
==> flow/constraint.sdc <==
current_design red_top

set clk_period 23.0
set clk_io_pct 0.2

create_clock -name clk0 -period $clk_period [get_ports {clk}]

set non_clock_inputs [all_inputs -no_clocks]
set_input_delay [expr $clk_period * $clk_io_pct] -clock clk0 $non_clock_inputs
set_output_delay [expr $clk_period * $clk_io_pct] -clock clk0 [all_outputs]
==> qor.yml <==
outcome: "completed"
antenna_cells: 0
hold_end: "ram.ram_array[31][31]$_DFFE_PP_"
ir_drop_v: 0.0000653
yosysTopAreaCell: "edfxtp_1"
finish.utilization_pct: 57.1
place_hpwl_um: 80100
dr.pass1.iters: 4
drt-initial-drc-count: 1671
wl_met2_um: 64900
gp_congestion: 0.886
area_delta_synth_final_pct: 13.1
ys.flops: 1024
drv_slew: 0
ys_warn_count: 2
tightest_slew_ps: 1070
finalClockPeriodUsage_pct: 65.7
ant_nets: 0
area_leaders: "edfxtp_1 63%, mux4_2 29%, mux2i_1 0.92%, ha_1 0.79%, mux2_2 0.76%"
drive_above_1_share_pct: 38.9
postSynthSeqShare_pct: 63.0
hold_viol_final: 0
r2r-end: "ram.ram_array[3][25]$_DFFE_PP_"
initCoreUtil_pct: 50.5
largest-register: "ram.ram_array"
edf_count: 1024
syn_inst: 2286
die_w_um: 314
rsz0062_at_grt: "false"
vias_per_cell: 6.80
largest_register_ffs: 1024
wl_per_cell_um: 36.9
antenna_found_initial: 0
common_cells: "1024 x edfxtp_1, 631 x mux4_2, 97 x clkbuf_1"
ys_chip_area_um2: 48800
cts-root-buf: "clkbuf_16"
drc_errors: 0
insertion_delay_ps: 700
yosys-stat-cells: 2286
p_per_area_nw_per_um2: 77.9
required_ps: 18400
syn_area_um2: 48800
whs_path_depth: 8
min-delay-start: "ram.ram_array[2][31]$_DFFE_PP_"
rr_startpoint: "ram.ram_array[10][1]$_DFFE_PP_"
holdBufCountCts: 0
slew_headroom_pct: 27.9
period_needed_ps: 15120
p_leak_nw: 17.5
cp.arrival_ps: 10520
setup_tns_ps: 0
post_cts_resized: 0
cts_setup_buffers: 0
dieArea_um2: 98900
maxCapViolCount: 0
dieHeight_um: 314
path_cells: "buf_8 -> buf_4 -> mux4_2 -> mux4_2 -> mux2i_1 -> o21ai_1 -> ha_1 -> nor4_1 -> nand4_1 -> nor3_1 -> clkdlybuf4s50_1"
crit_top_cell: "mux4_2"
ff_type: "edfxtp_1"
grt_pass1_vias: 29100
design.core.area_um2: 96700
overflow: 0
clk_pin_slew_worst_paths_ps: 60
critPathSlowestCell: "nor4_1"
power_mw: 4.30
boundaryPins: 86
clock_sinks: 1024
fmax_mhz: 66.2
std_cell_rows: 114
rrSetupSlack_ps: 17520
grt_first_pass_wirelength_um: 202000
tool_warnings: 26
critPathMaxStageDelay_ps: 910
drt_wl_total_um: 140000
cts_tree: "built"
wl_met1_um: 41300
top_area_share_pct: 63.0
yosys.cell_types.count: 56
dr_wl_met3_um: 29000
startpoint_type: "primary input"
clock_path_buffers: 3
port_buffers: 85
skew_ps: 31.4
path_max_fanout: 53
grt_usage_pct: 33.2
critPathBufInv: 3
instances_no_fill: 3787
critical_path.top_delay_family: "simple AND/OR/NAND/NOR gates"
syn_avg_cell_area_um2: 21.4
grt_start_max_net_pins: 74
placed_area_um2: 51700
most_common_cell: "edfxtp_1"
dp_cells: 3581
reg_top3: "ram.ram_array (1024)"
hold_class: "register to register"
rr_worst_depth: 14
highest_layer: "met5"
crit_type: "primary input to output pin"
setup_viol: 0
htreeDepth: 3
fin_area_um2: 55200
cts_buffers: 111
ys_async_sr_fraction_pct: 0
worstSetupEndpointType: "output pin"
vias: 25700
==> logic make-up after synthesis <==
| kind of cell | count (synthesis) | share of synthesized area [%] |
|---|---|---|
| AOI/OAI and AO/OA | 126 | 1.63 |
| buffers and inverters | 177 | 1.44 |
| xor gates and xnor gates | 23 | 0.413 |
| adders and majority gates | 32 | 0.836 |
| and+or+nand+nor | 194 | 1.87 |
| muxes | 710 | 30.8 |
| DFF | 1024 | 63.0 |
==> stage by stage <==
step           hold slack, ps  worst slack [ps]
2_1_floorplan            1290             10670
3_3_place_gp             1630              7800
3_5_place_dp             1630              7860
4_1_cts                  1660              7840
5_1_grt                  1770              7350
6_report                 1640              7880
==> cell usage in the layout, fill, tap and decap left out, types with 11 or more instances in the layout <==
cell type,count
a21oi_1,21
buf_4,102
bufinv_16,11
clkbuf_1,25
clkbuf_16,113
clkdlybuf4s50_1,74
clkinv_1,22
clkinv_2,23
edfxtp_1,1024
ha_1,31
mux2_2,33
mux2i_1,42
mux4_2,631
nand2_1,56
nor2_1,37
nor2_4,32
o21ai_0,13
o21ai_1,38
xnor2_1,11
xor2_1,12
==> how the worst max path moves through the flow <==
stage / to / startpoint / depth (start not counted) / slack, ps
4_1_cts: EQ / rs2[0] / 12 / 7840
5_1_grt: EQ / rs2[0] / 12 / 7350
6_report: EQ / rs2[0] / 11 / 7880
==> tightest hold or removal path, stage by stage, from the launching register on <==
cell and delay [ps]:
edfxtp_1 340, mux2i_1 80, nand2_1 70, o211ai_1 100, o311ai_1 120, xnor2_1 250, xnor2_1 240, nor2_1 40
buf_4 210
==> per-layer routing <==
layer	track usage, %	up-vias
met5	1.98	-
met4	7.22	4
met3	28.9	239
met2	45.7	2004
met1	42.0	13100
li1	-	10400
==> final cells by class <==
cell class	count	area (µm²)
repair buffers	187	1660
inverters	9	33.8
well taps	1276	1600
clock inverters	68	624
clock buffers	138	2920
flip-flops and latches	1024	30700
multi-input cells	1085	17600
fillers	6959	41500
==> report_power, final <==
part	internal (mW)	switching, mW
combinational	0.200	0.264
clock	1.02	0.727
sequential	2.09	0.00523
